===== flow/design.v =====
module usbf_fifo
(
    clk_i,
    rst_i,
    data_i,
    push_i,
    full_o,
    empty_o,
    data_o,
    pop_i,
    flush_i
);
parameter               WIDTH   = 8;
parameter               DEPTH   = 4;
parameter               ADDR_W  = 2;
parameter               COUNT_W = ADDR_W + 1;
input                   clk_i  ;
input                   rst_i  ;
input [WIDTH-1:0]       data_i  ;
input                   push_i  ;
output                  full_o  ;
output                  empty_o  ;
output [WIDTH-1:0]      data_o  ;
input                   pop_i  ;
input                   flush_i  ;
reg [WIDTH-1:0]         ram [DEPTH-1:0];
reg [ADDR_W-1:0]        rd_ptr;
reg [ADDR_W-1:0]        wr_ptr;
reg [COUNT_W-1:0]       count;
always @ (posedge clk_i or posedge rst_i)
begin
    if (rst_i == 1'b1)
    begin
        count   <= {(COUNT_W) {1'b0}};
        rd_ptr  <= {(ADDR_W) {1'b0}};
        wr_ptr  <= {(ADDR_W) {1'b0}};
    end
    else
    begin
        if (flush_i)
        begin
            count   <= {(COUNT_W) {1'b0}};
            rd_ptr  <= {(ADDR_W) {1'b0}};
            wr_ptr  <= {(ADDR_W) {1'b0}};
        end
        if (push_i & ~full_o)
        begin
            ram[wr_ptr] <= data_i;
            wr_ptr      <= wr_ptr + 1;
        end
        if (pop_i & ~empty_o)
        begin
            rd_ptr      <= rd_ptr + 1;
        end
        if ((push_i & ~full_o) & ~(pop_i & ~empty_o))
        begin
            count <= count + 1;
        end
        else if (~(push_i & ~full_o) & (pop_i & ~empty_o))
        begin
            count <= count - 1;
        end
    end
end
assign full_o    = (count == DEPTH);
assign empty_o   = (count == 0);
assign data_o    = ram[rd_ptr];
endmodule

===== flow/run.sh =====
#!/bin/bash
# OpenROAD 26Q1-2900-gdf79404cd8, Yosys 0.63+post, stock flow scripts
make -C /OpenROAD-flow-scripts/flow DESIGN_CONFIG=/design/flow/config.mk WORK_HOME=/design/flow/orfs finish

===== flow/config.mk =====
export PLATFORM = sky130hd
export DESIGN_NAME = usbf_fifo
export DESIGN_NICKNAME = usbf_fifo
export VERILOG_FILES = /design/flow/design.v
export SDC_FILE = /design/flow/constraint.sdc
export NUM_CORES = 4
export LEC_CHECK = 1
export CORE_AREA = 10 10 107 107
export DIE_AREA = 0 0 117 117

===== flow/constraint.sdc =====
current_design usbf_fifo

set clk_period 3.3
set clk_io_pct 0.2

create_clock -name clk0 -period $clk_period [get_ports {clk_i}]

set non_clock_inputs [all_inputs -no_clocks]
set_input_delay [expr $clk_period * $clk_io_pct] -clock clk0 $non_clock_inputs
set_output_delay [expr $clk_period * $clk_io_pct] -clock clk0 [all_outputs]

==> results.sh <==
# source this file to load flow results
export IMPL_fin_crit_ns=2.71
export IMPL_drive_above_1_share_pct=13.2
export IMPL_lay_top_cells="edfxtp_1 (32), clkdlybuf4s50_1 (22), inv_1 (17), ha_1 (11)"
export IMPL_crit_start="rd_ptr[1]$_DFFE_PP0P_"
export IMPL_syn_area_um2=1720
export IMPL_yosysCellCount=118
export IMPL_finalClockPeriodUsage_pct=82.2
export IMPL_antenna_found_initial=0
export IMPL_worst_slew_pin_slew_ns=0.529
export IMPL_timing_hold_ws_ns=0.513
export IMPL_synth_warnings=2
export IMPL_setup_viol=0
export IMPL_fmax_mhz=369
export IMPL_end_kind="output pin"
export IMPL_synthArstFlopShare_pct=17.9
export IMPL_drtIter0Drc=51
export IMPL_cts_tree="built"
export IMPL_crit_fanout=8
export IMPL_vias=982
export IMPL_status="finished, final reports clean"
export IMPL_post_place_ws_ns=0.868
export IMPL_drv_slew=0
export IMPL_cts_reportedPaths_clkPinSlew_ns=0.07
export IMPL_warnings=33
export IMPL_firstDrtPassIters=5
export IMPL_cp_data_arrival_time_ns=2.05
export IMPL_viasPerCell=3.85
export IMPL_grt_max_degree=13
export IMPL_antenna_cells=0
export IMPL_yosys_area_um2=1720
export IMPL_cts_resized_gates=0
export IMPL_crit_type="register to output pin"
export IMPL_grt_pass1_wl_um=5320
export IMPL_num_io_pins=23
export IMPL_r2r_cells=6
export IMPL_core_um2=9200
export IMPL_synth_area_per_cell_um2=14.6
export IMPL_wl_um=3330
export IMPL_finalWorstSetupSlack_ns=0.588
export IMPL_die_y_um=117
export IMPL_io_buffers=22
export IMPL_rsz0062_at_grt="false"
export IMPL_drc=0
export IMPL_critPathCapture="data_o[5]"
export IMPL_synthDominantCellAreaShare_pct=55.8
export IMPL_fin_cells=255
export IMPL_cp_top_family="buffers and inverters"
export IMPL_areaGrowthSynthToFinish_pct=24.9
export IMPL_leakagePower_nw=0.812
export IMPL_cts_buffers=5
export IMPL_r2r_end="count[2]$_DFFE_PP0P_"
export IMPL_finalHoldViolations=0
export IMPL_synth_area_leader_cell="edfxtp_1"
export IMPL_overflow=0
export IMPL_fp_row_count=35
export IMPL_grt_pass1_vias=1022
export IMPL_worst_path_buf_inv=2
export IMPL_hold_class="register to register"
export IMPL_synth_cells=118
export IMPL_ir_worst_vdd_v=0.000215
export IMPL_area_leaders="edfxtp_1 (56%), dfrtp_1 (10%), ha_1 (8.0%)"
export IMPL_cts_path_max_buffers=2
export IMPL_worst_path_stages=4
export IMPL_root_buffer="clkbuf_8"
export IMPL_timing_rr_start="count[0]$_DFFE_PP0P_"
export IMPL_cp_required_ns=2.64
export IMPL_postRouteAntennaNets=0
export IMPL_htree_levels=2
export IMPL_synth_flops=39
export IMPL_gr_usage_all_layers_pct=5.00
export IMPL_clock_sinks=39
export IMPL_critPathLaunchType="register"
export IMPL_clock_latency_late_pin_ns=0.29
export IMPL_drv_cap=0
export IMPL_cts_hold_buf=0
export IMPL_crit_chain="inv_1 > ha_1 > mux2i_1 > clkdlybuf4s50_1"
export IMPL_edf_count=32
export IMPL_fp_util_pct=18.7
export IMPL_worst_path_max_delay_cell="ha_1"
export IMPL_dieArea_um2=13700
export IMPL_layout_cells_most_common="edfxtp_1"
export IMPL_post_cts_buffers=0
export IMPL_cpPeakStageDelay_ns=0.50
export IMPL_die_x_um=117
export IMPL_synth_main_ff_cell="edfxtp_1"
export IMPL_slew_headroom_pct=64.7
export IMPL_finClkSkew_ns=0.00527
export IMPL_yosysUniqueCellTypes=29
export IMPL_powerDensity_nw_per_um2=705
export IMPL_place_congestion=0.765
export IMPL_place_inst=247
export IMPL_reg2reg_slack_ns=1.54
export IMPL_setup_tns_ns=0
export IMPL_place_hpwl_um=2380
export IMPL_ys_seq_share_pct=65.9
export IMPL_wl_per_cell_um=13.1
## cell type report
cell class / instances / area (um2)
timing repair buffer: 22 / 220
sequential: 39 / 1140
fill: 959 / 7040
clock buffer: 6 / 72.6
clock inverter: 2 / 12.5
multi-input combinational: 57 / 503
inverter: 18 / 68.8
tap: 111 / 139
## power breakdown
part	switching [mW]	internal [mW]
Combinational	0.261	0.302
Sequential	0.0451	0.608
Clock	0.155	0.147
## cells by family after synthesis
kind of cell / after synthesis / share of synthesized area, %
mux: 9 / 5.30
flops: 39 / 65.9
buf+inv: 22 / 4.87
simple gates: 17 / 5.81
compound gates: 20 / 10.1
fa+ha+maj: 11 / 7.99
## worst register-to-register path: cells and delay by family, from the launching register on
family | cells | cell delay, ns
adder cells (fa/ha/maj) | 1 | 0.25
flip-flops | 1 | 0.40
buffers and inverters | 1 | 0.08
AND/OR/NAND/NOR | 2 | 0.49
AND-OR/OR-AND | 2 | 0.48
## routing by layer
metal  track usage, %  vias up  share of wire [%]  routed length (um)
li1                 -      489                  -                   -
met1             6.51      460                 45                1500
met2             7.84       29                 46                1540
met3             2.12        4                7.2                 240
met4            0.741        0                1.5                  51
met5                0        -                  0                   0
## flip-flops by register name (all words and copies together), names as in the netlist
signal	flops
count	3
wr_ptr	2
rd_ptr	2
ram	32
## through the flow
| step | area, um2 | total power [mW] | utilization [%] |
|---|---|---|---|
| 2_1_floorplan | 1720 | 0.979 | - |
| 3_3_place_gp | 2070 | 1.23 | 22.5 |
| 3_5_place_dp | 2070 | 1.24 | 22.5 |
| 4_1_cts | 2150 | 1.54 | 23.4 |
| 5_1_grt | 2150 | 1.63 | 23.4 |
| 6_report | 2150 | 1.52 | 23.4 |
## worst min-delay path by stage
stage	startpoint	endpoint	slack, ns	cells past startpoint
after global routing	count[0]$_DFFE_PP0P_	count[0]$_DFFE_PP0P_	0.54	1
after CTS	count[0]$_DFFE_PP0P_	count[0]$_DFFE_PP0P_	0.52	1
final	count[0]$_DFFE_PP0P_	count[0]$_DFFE_PP0P_	0.51	1
## synthesized netlist by cell type, types with 2 or more instances
library cell  instances
ha_1                 11
a222oi_1              8
nor2_1                4
mux2i_1               8
and3_2                4
nand2_1               2
clkbuf_1              4
o31ai_1               3
edfxtp_1             32
inv_1                17
dfrtp_1               7
Power is estimated from default activity; no workload was simulated.

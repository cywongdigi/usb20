<file path="config.mk">
export PLATFORM = sky130hd
export DESIGN_NAME = usbf_crc16_device
export DESIGN_NICKNAME = usbf_crc16_device
export VERILOG_FILES = /design/flow/design.v
export SDC_FILE = /design/flow/constraint.sdc
export NUM_CORES = 4
export LEC_CHECK = 1
export CORE_AREA = 10 10 71 71
export DIE_AREA = 0 0 81 81
</file>
<file path="design.v">
module usbf_crc16_device
(
    input    [15:0]    crc_in,
    input    [7:0]     din,
    output   [15:0]    crc_out
);
assign crc_out[15] =    din[0] ^ din[1] ^ din[2] ^ din[3] ^ din[4] ^ din[5] ^ din[6] ^ din[7] ^ 
                        crc_in[7] ^ crc_in[6] ^ crc_in[5] ^ crc_in[4] ^ crc_in[3] ^ crc_in[2] ^ crc_in[1] ^ crc_in[0];
assign crc_out[14] =    din[0] ^ din[1] ^ din[2] ^ din[3] ^ din[4] ^ din[5] ^ din[6] ^
                        crc_in[6] ^ crc_in[5] ^ crc_in[4] ^ crc_in[3] ^ crc_in[2] ^ crc_in[1] ^ crc_in[0];
assign crc_out[13] =    din[6] ^ din[7] ^ 
                        crc_in[7] ^ crc_in[6];
assign crc_out[12] =    din[5] ^ din[6] ^ 
                        crc_in[6] ^ crc_in[5];
assign crc_out[11] =    din[4] ^ din[5] ^ 
                        crc_in[5] ^ crc_in[4];
assign crc_out[10] =    din[3] ^ din[4] ^ 
                        crc_in[4] ^ crc_in[3];
assign crc_out[9] =     din[2] ^ din[3] ^ 
                        crc_in[3] ^ crc_in[2];
assign crc_out[8] =     din[1] ^ din[2] ^ 
                        crc_in[2] ^ crc_in[1];
assign crc_out[7] =     din[0] ^ din[1] ^ 
                        crc_in[15] ^ crc_in[1] ^ crc_in[0];
assign crc_out[6] =     din[0] ^ 
                        crc_in[14] ^ crc_in[0];
assign crc_out[5] =     crc_in[13];
assign crc_out[4] =     crc_in[12];
assign crc_out[3] =     crc_in[11];
assign crc_out[2] =     crc_in[10];
assign crc_out[1] =     crc_in[9];
assign crc_out[0] =     din[0] ^ din[1] ^ din[2] ^ din[3] ^ din[4] ^ din[5] ^ din[6] ^ din[7] ^
                        crc_in[8] ^ crc_in[7] ^ crc_in[6] ^ crc_in[5] ^ crc_in[4] ^ crc_in[3] ^ crc_in[2] ^ crc_in[1] ^ crc_in[0];
endmodule
</file>
<file path="constraint.sdc">
current_design usbf_crc16_device

set clk_period 2.3
set clk_io_pct 0.2

create_clock -name clk0 -period $clk_period

set non_clock_inputs [all_inputs -no_clocks]
set_input_delay [expr $clk_period * $clk_io_pct] -clock clk0 $non_clock_inputs
set_output_delay [expr $clk_period * $clk_io_pct] -clock clk0 [all_outputs]
</file>
<file path="run.sh">
#!/bin/bash
# OpenROAD 26Q1-2900-gdf79404cd8, Yosys 0.63+post, stock flow scripts
make -C /OpenROAD-flow-scripts/flow DESIGN_CONFIG=/design/flow/config.mk WORK_HOME=/design/flow/orfs finish
</file>
==> flow_metrics.env <==
# flow metrics
export IMPL_timing_hold_worst_start="crc_in[10]"
export IMPL_flops=0
export IMPL_vias=363
export IMPL_first_global_vias=411
export IMPL_final_layout_size_suffix_gt1_share_pct=61.5
export IMPL_placed_cells=113
export IMPL_max_clock_freq_mhz=433
export IMPL_core_area_um2=3630
export IMPL_worst_ep_arrival_time_ns=1.85
export IMPL_chipHeight_um=81
export IMPL_grt_overflow_total=0
export IMPL_worstHoldPathType="input port to primary output"
export IMPL_post_synth_num_cell_types=6
export IMPL_cell_family_with_most_cp_delay="XOR/XNOR gates"
export IMPL_placement_io_buffers=30
export IMPL_antenna_violations_before_repair=0
export IMPL_timing_critical_path_mode_cell="sky130_fd_sc_hd__xnor2_2"
export IMPL_critical_path_max_stage_delay_ns=0.29
export IMPL_syn_area_um2=264
export IMPL_end_kind="primary output"
export IMPL_ioPinCount=40
export IMPL_yosys_stat_cell_total=29
export IMPL_route_detailed_vias_per_inst=2.88
export IMPL_routed_wire_length_per_instance_um=10.0
export IMPL_cts_hold_buffers_added=0
export IMPL_cp_buffers_inverters=3
export IMPL_fp_utilization_pct=7.27
export IMPL_synth_seq_share_pct=0
export IMPL_maxSlewHeadroom_pct=85.3
export IMPL_postSynthCellCount=29
export IMPL_setup_viol=1
export IMPL_area_growth_synth_to_final_pct=234
export IMPL_warning_count=33
export IMPL_worst_path_max_delay_cell="sky130_fd_sc_hd__xnor3_1"
export IMPL_worstPathMaxFanout=2
export IMPL_worst_slack_at_placement_ns=-0.555
export IMPL_setup_repair_after_global_routing_missed_its_margin="yes"
export IMPL_timing_hold_worst_endpoint="crc_out[2]"
export IMPL_finalClockPeriodUsage_pct=100
export IMPL_yosys_warnings=0
export IMPL_power_density_relative_to_cell_area_nw_per_um2=479
export IMPL_drc_errors=0
export IMPL_totalPowerFinal_w=0.000422
export IMPL_p_leak_nw=0.432
export IMPL_grt_pass1_wl_um=1940
export IMPL_hold_depth=0
export IMPL_drt_first_iter_violations=0
export IMPL_timing_critical_path_depth=7
export IMPL_max_cap_violations=0
export IMPL_failed_checks="negative setup slack"
export IMPL_worst_setup_path_start_kind="input port"
export IMPL_std_cell_rows=22
export IMPL_final_min_clock_period_ns=2.31
export IMPL_gp_congestion=0.769
export IMPL_iteration_tally_of_the_first_detailed_router_pass=1
export IMPL_run_status="finished with violations"
export IMPL_finalHoldWorstSlack_ns=0.920
export IMPL_worst_ep_required_time_ns=1.84
export IMPL_postLayoutSetupSlackWorst_ns=-0.00993
export IMPL_ir_worst_vdd_mv=0.181
export IMPL_utilization_pct=24.3
export IMPL_grt_total_usage_pct=3.55
export IMPL_chipArea_um2=6560
export IMPL_timing_worst_setup_path_type="input port to primary output"
export IMPL_ys_chip_area_um2=264
export IMPL_antennaDiodeCount=0
export IMPL_drt_total_wl_um=1260
export IMPL_hold_violations=0
export IMPL_critical_path_cell_chain="dlygate4sd2_1 -> xor2_2 -> xnor2_2 -> xnor2_2 -> buf_4 -> xnor3_1 -> buf_2"
export IMPL_final_max_slew_violation_count=0
export IMPL_grt_max_degree=3
export IMPL_tightest_pin_transition_ns=0.219
export IMPL_postSynthAreaPerCell_um2=9.10
export IMPL_die_size_x_um=81
export IMPL_postRouteAntennaNets=0
export IMPL_ff_latch_area_um2=0
export IMPL_post_layout_nonfiller_instances=126
export IMPL_num_clock_buffers=0
area by class of cell:
class                      count  area [um^2]
multi-input combinational     23          369
inverter                       1         3.75
tap                           48         60.1
fill                         395         2750
timing repair buffer          54          449
worst max-delay path by stage:
stage | startpoint | to | slack [ns]
after CTS | crc_in[3] | crc_out[10] | 0.009
after global routing | crc_in[2] | crc_out[0] | -0.07
final | crc_in[2] | crc_out[0] | -0.01
cell usage in the layout (no fill, tap or decap), drive strengths merged:
master | netlist | final
clkbuf | 0 | 2
inv | 1 | 1
dlymetal6s2s | 0 | 3
xnor2 | 17 | 17
xnor3 | 1 | 1
clkdlybuf4s15 | 0 | 4
clkdlybuf4s50 | 0 | 7
xor2 | 5 | 5
dlygate4sd2 | 0 | 8
buf | 5 | 30
timing repair:
item | 4_1_cts | 5_1_grt
resized | 55 | 13
pin swaps | 16 | 14
setup buffers | 12 | 4
setup endpoints to repair | 11 | 7
metrics by stage:
| stage | setup TNS (ns) | area, um^2 |
|---|---|---|
| 2_1_floorplan | 0 | 264 |
| 3_3_place_gp | -2.53 | 669 |
| 3_5_place_dp | -2.58 | 669 |
| 4_1_cts | 0 | 836 |
| 5_1_grt | -0.0891 | 882 |
| 6_report | -0.00993 | 882 |
cell families (layout without fill, tap and decap cells):
group	after synthesis	count (layout)	synth area share, %
xor gates and xnor gates	23	23	84.4
buffers and inverters	6	55	15.6
cell usage after synthesis, drive strengths merged:
master,count,share of area [%]
buf,5,14
inv,1,1.4
xnor2,17,59
xnor3,1,8.5
xor2,5,17
report_power, final:
group | switching [W] | leakage, nW | internal, W
Clock | 0 | 0 | 0
Sequential | 0 | 0 | 0
Combinational | 0.000134 | 0.432 | 0.000288
metal layers:
| metal | global-route usage (%) | share of wire (%) | vias up |
|---|---|---|---|
| li1 | - | - | 176 |
| met1 | 4.84 | 45 | 156 |
| met2 | 4.70 | 34 | 31 |
| met3 | 2.56 | 21 | 0 |
| met4 | 0 | 0 | 0 |
| met5 | 0 | 0 | - |
Power is estimated from default activity; no workload was simulated.
